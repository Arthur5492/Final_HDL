==> /design/flow/design.v <==
module FSM_clock
(
	reset,
	CLOCK_50,
	C025Hz,
	C05Hz,
	C1Hz,
	C2Hz
);
input wire reset;
input wire CLOCK_50;
output reg C025Hz;
output reg C05Hz;
output reg C1Hz;
output reg C2Hz;
reg [27:0] r_C025Hz;
reg [27:0] r_C05Hz;
reg [27:0] r_C1Hz;
reg [27:0] r_C2Hz;
always @(posedge CLOCK_50 or posedge reset)
begin
	if(reset == 1'b1)
	begin
		C025Hz <= 1'b0;
		r_C025Hz <= 28'h0000000;
	end
	else 
	begin
		r_C025Hz <= r_C025Hz + 1;
		if (r_C025Hz == 28'h5F5E100)
		begin
			r_C025Hz <= 28'h0000000;
			C025Hz =~ C025Hz;
		end
	end
end	
always @(posedge CLOCK_50 or posedge reset)
begin
	if(reset == 1'b1)
	begin
		C05Hz <= 1'b0;
		r_C05Hz <= 28'h0000000;
	end
	else 
	begin
		r_C05Hz <= r_C05Hz + 1;
		if (C05Hz == 28'h2FAF080)
		begin
			r_C05Hz <= 28'h0000000;
			C05Hz <= ~r_C05Hz;
		end
	end
end
always @(posedge CLOCK_50 or posedge reset)
begin
	if(reset == 1'b1)
	begin
		C1Hz <= 1'b0;
		r_C1Hz <= 28'h0000000;
	end
	else 
	begin
		r_C1Hz <= r_C1Hz + 1;
		if (r_C1Hz == 28'h017D783F)
		begin
			r_C1Hz <= 28'h0000000;
			C1Hz <= ~C1Hz;
		end
	end
end
always @(posedge CLOCK_50 or posedge reset)
begin
	if(reset == 1'b1)
	begin
		C2Hz <= 1'b0;
		r_C2Hz <= 28'h0000000;
	end
	else 
	begin
		r_C2Hz <= r_C2Hz + 1;
		if (r_C2Hz == 28'h0BEBC1F)
		begin
			r_C2Hz <= 28'h0000000;
			C2Hz <= ~C2Hz;
		end
	end
end
endmodule	
==> /design/flow/run.sh <==
#!/bin/bash
# OpenROAD 26Q1-2900-gdf79404cd8, Yosys 0.63+post, stock flow scripts
make -C /OpenROAD-flow-scripts/flow DESIGN_CONFIG=/design/flow/config.mk WORK_HOME=/design/flow/orfs finish
==> /design/flow/config.mk <==
export PLATFORM = sky130hd
export DESIGN_NAME = FSM_clock
export DESIGN_NICKNAME = FSM_clock
export VERILOG_FILES = /design/flow/design.v
export SDC_FILE = /design/flow/constraint.sdc
export NUM_CORES = 4
export LEC_CHECK = 1
export CORE_UTILIZATION = 30
==> /design/flow/constraint.sdc <==
current_design FSM_clock

set clk_period 4.5
set clk_io_pct 0.2

create_clock -name clk0 -period $clk_period [get_ports {CLOCK_50}]

set non_clock_inputs [all_inputs -no_clocks]
set_input_delay [expr $clk_period * $clk_io_pct] -clock clk0 $non_clock_inputs
set_output_delay [expr $clk_period * $clk_io_pct] -clock clk0 [all_outputs]
==> reports/qor.txt <==
Outcome = complete, no violations
Iter 0 DRT Violations = 134
Post-route ant nets = 0
Core ar. = 13,300 µm²
Required time of the worst setup path = 4.72 ns
Period utilisation layout = 47.7%
GRT Util Overall = 10.9%
Final GP Congestion = 0.827
Root Driver = clkbuf_16
Fin. Hold Viols = 0
Vias/cell = 4.64
Cell Type Count = 34
Clk buf depth = 2
Post-synth EDFFs = 0
# setup viols final = 0
Cells after Synth = 383
DP HPWL = 4590 µm
CP startpoint kind = register
Chip area = 14,300 µm²
Post-cts sizing count = 0
Crit-path max FO = 16
Cell Pwr Density = 326 nW/µm²
Worst-path clk slew = 0.06 ns
Yosys reg bits = 87
Crit path largest cell delay = 0.74 ns
Non-Filler Instances = 573
Die height = 120 µm
Port buffer count = 4
Pre-Repair DR Iteration Count = 4
Fill cells = 1,312
CTS tree = yes
Fmax achieved = 466 MHz
Log Warnings = 26
Setup Buffers After CTS = 0
Number of buffers created by CTS = 9
Dpl ws = 2.38 ns
Critical Path End Type = register
Largest net degree at the start of global routing = 41
Slowest CP cell = nor4_4
Most numerous logic cell after layout = dfrtp_1
Placed insts = 557
Final setup TNS = 0 ns
Vias in the first global route = 2,711
Peak VDD IR = 0.000126 V
Syn avg cell area = 10.8 µm²
Routed len/inst = 12.0 µm
# Cells Yosys = 383
DP Area = 4380 µm²
DRC viols = 0
Share of layout cells above drive strength 1 = 8.06%
Late-Pin Clk Latency = 0.34 ns
Slack of the critical path = 2.35 ns
IO Count = 6
Post-Syn Area = 4150 µm²
Async S/R FF share, synth = 100%
Hold WC Path Type = register to register
Cts hold-fix bufs = 0
FP Rows = 42
Top Layout Cells = 87 x dfrtp_1, 50 x nor2_1, 42 x xor2_1
Max-cap violations = 0
Crit path buf inv count = 1
Top_reg_cell synth = dfrtp_1
Clock H-tree levels = 3
Yosys stat area = 4150 µm²
Synthesis warning total = 1
Post-synth seq share = 52.4%
Slew Viols, Final = 0
Critical path cell sequence = inv_1, ha_1, nor4b_1, nand2_1, nor4_4, nand3b_1, o21ai_0
Area delta synth->final = 12.4%
Initial antenna violation count = 0
Die x size = 120 µm
Final min period = 2.15 ns
Final WL = 6850 µm
First-pass GRT wire length = 12,800 µm
CP Data Arrival Time = 2.36 ns
Pre-Place Util = 31.1%
Design Area, Final = 4670 µm²
Slew headroom = 45.5%
Leakage = 0.00217 µW
Diode count = 0
Gr ovfl total = 0
Clock Sink Count = 87
Via Count = 2,659
CP Class = register to register
Worst slew pin tran = 0.811 ns
Clock skew = 0.00716 ns
Crit-path leading delay family = simple AND/OR/NAND/NOR gates
Unrepaired setup endpoints after global routing = false
## cells by family (layout without fill, tap and decap cells)
group / after synthesis / in the layout / synth area share, %
AND/OR/NAND/NOR: 192 / 192 / 27.4
other: 1 / 1 / 0.0903
buffers and inverters: 16 / 30 / 1.93
XOR/XNOR: 75 / 75 / 15.8
adder cells (fa/ha/maj): 4 / 4 / 1.21
AND-OR/OR-AND: 8 / 8 / 1.15
flip-flops: 87 / 87 / 52.4
## cell type report
class / count / area [µm²] / area share, %
Clock inverter: 6 / 61.3 / 1.31
Inverter: 8 / 31.3 / 0.670
Tap cell: 176 / 220 / 4.72
Sequential cell: 87 / 2180 / 46.6
Timing Repair Buffer: 6 / 55.1 / 1.18
Multi-Input combinational cell: 280 / 1900 / 40.6
Clock buffer: 10 / 229 / 4.90
## stage by stage
step / power [µW] / util, % / hold slack [ns]
2_1_floorplan: 809 / - / 0.420
3_3_place_gp: 815 / 32.8 / 0.459
3_5_place_dp: 815 / 32.8 / 0.457
4_1_cts: 1550 / 35.0 / 0.469
5_1_grt: 1580 / 35.0 / 0.491
6_report: 1520 / 35.0 / 0.460
## power by group
group | total [µW] | switching, µW | internal [µW]
sequential | 782 | 0 | 782
clock | 722 | 294 | 428
combinational | 16.7 | 14.8 | 2.00
total | 1520 | 309 | 1210
## path summary, 6_finish.rpt
kind	start	to	slack, ns	cells past startpoint
worst min register to register	C025Hz	C025Hz	0.46	1
worst min-delay path	C025Hz	C025Hz	0.46	1
worst max register to register	r_C025Hz[0]	r_C025Hz[18]	2.35	7
max in group asynchronous	reset	r_C1Hz[27]	2.91	3
worst max-delay path	r_C025Hz[0]	r_C025Hz[18]	2.35	7
min in group asynchronous	reset	r_C025Hz[20]	0.81	2
## synthesized netlist by cell type (2+ instances only)
library cell / instances / area, µm²
nor4_4: 7 / 149
and3_2: 2 / 15.0
dfrtp_1: 87 / 2180
nor2b_1: 4 / 25.0
xor2_1: 42 / 368
nor4_1: 7 / 43.8
nand3_1: 28 / 140
nor2_1: 50 / 188
ha_1: 4 / 50.1
and2_1: 2 / 12.5
inv_1: 8 / 30.0
and4_1: 11 / 96.3
nor3_1: 3 / 15.0
or3_1: 2 / 12.5
nand2_1: 33 / 124
buf_4: 4 / 30.0
nand4_1: 22 / 138
nor4b_1: 3 / 26.3
xnor2_1: 33 / 289
o21ai_0: 4 / 20.0
nand3b_1: 5 / 37.5
buf_2: 3 / 15.0
and3_1: 8 / 50.1
## layer usage
metal / vias to the layer above / GRT usage (%) / routed length, µm
met3: 13 / 1.55 / 144
met2: 21 / 16.0 / 2960
li1: 1343 / - / -
met4: 0 / 2.27 / 165
met1: 1282 / 17.8 / 3580
met5: - / 0 / 0
## state kept, by name, summed over array words and instances, names as in the netlist
register and cells:
C025Hz 1, C1Hz 1, C2Hz 1, r_C025Hz 28, r_C1Hz 28, r_C2Hz 28
## worst reg2reg max path, cell delays in order (launching register included)
cell and delay, ns:
dfrtp_1 0.42, inv_1 0.08, ha_1 0.13, nor4b_1 0.24, nand2_1 0.14, nor4_4 0.75
nand3b_1 0.20, o21ai_0 0.08
Power and IR drop assume default switching activity.
