<file path="config.mk">
export PLATFORM = sky130hd
export DESIGN_NAME = counter_time
export DESIGN_NICKNAME = counter_time
export VERILOG_FILES = /design/flow/design.v
export SDC_FILE = /design/flow/constraint.sdc
export NUM_CORES = 4
export LEC_CHECK = 1
export CORE_AREA = 10 10 70 70
export DIE_AREA = 0 0 80 80
</file>
<file path="constraint.sdc">
current_design counter_time

set clk_period 1.1
set clk_io_pct 0.2

create_clock -name clk0 -period $clk_period [get_ports {CLKT}]

set non_clock_inputs [all_inputs -no_clocks]
set_input_delay [expr $clk_period * $clk_io_pct] -clock clk0 $non_clock_inputs
set_output_delay [expr $clk_period * $clk_io_pct] -clock clk0 [all_outputs]
</file>
<file path="design.v">
module counter_time
(
	CLKT, 
	R,  
	E,	 
	TEMPO,  
	end_time  
);
input wire CLKT, R, E;
output reg[3:0] TEMPO;
output reg end_time;
always @(posedge CLKT, posedge R)
begin
	if(R == 1'b1) begin
		TEMPO <=4'b0000;
		end_time <=1'b0;
	end
	else begin
		if(E == 1'b1) begin
			end_time <= 1'b0;
			TEMPO <= TEMPO + 1'b1;
			if (TEMPO == 4'b1001) begin
				TEMPO <= 4'b0;
				end_time <= 1'b1;
			end
		end
	end
end
endmodule
</file>
<file path="run.sh">
#!/bin/bash
# OpenROAD 26Q1-2900-gdf79404cd8, Yosys 0.63+post, stock flow scripts
make -C /OpenROAD-flow-scripts/flow DESIGN_CONFIG=/design/flow/config.mk WORK_HOME=/design/flow/orfs finish
</file>
==> results_slide.txt <==
Flow Results at a Glance

Final timing
  • Number of failing setup endpoints in the final timing report: 0
  • Worst slew pin tran: slightly above 0.2 ns
  • Max Slew Vio Count: 0
  • Final critical-path share of the clock period: ~94%
  • Headroom to the max-slew limit: between 80% and 90%
  • Final hold slack: 0.176 ns
  • Final hold violation count: 0
  • Post-Route Setup TNS: 0 ns
  • Tmin final: 1.03 ns
  • Top achievable clock speed: ~970 MHz
  • Post-route setup slack: 0.0675 ns
  • RSZ-0062 raised after global routing: false
  • Final setup skew: ~0.0014 ns

Clocking
  • Clock tree from TritonCTS: built
  • Number of hold buffers added after cts: 0
  • H-tree levels: 1
  • CTS max path bufs: 2
  • Clk latency of the worst-skew pair: approximately 0.24 ns
  • Count of clock tree sinks: 5
  • Clock root buffer master: sky130_fd_sc_hd__clkbuf_4
  • Number of setup buffers added after CTS: 0
  • Clock transition time at the flip-flop clock pins of the worst setup and hold paths: about 0.050 ns
  • Number of buffers inserted during clock tree synthesis: 3

Detailed routing
  • Vias per cell: between 2 and 3
  • Final Routed Wirelength: between 600 and 700 um
  • 1st-iter DRT viols: 4
  • Number of remaining DRC errors: 0
  • First-pass DRT Iterations: 2
  • Antenna Nets Post-Route: 0
  • Number of antenna repair diodes: 0
  • Detail-routed net length per standard cell: roughly 7.4 um
  • Via total after detailed routing: around 210

Run status
  • Outcome: complete, no violations

Yosys
  • Part of the Yosys area used for sequential elements: between 50% and 60%
  • Most area-consuming cells after synthesis: sky130_fd_sc_hd__dfrtp_1 (53%), sky130_fd_sc_hd__o32ai_2 (7.0%), sky130_fd_sc_hd__nor2b_1 (5.3%), sky130_fd_sc_hd__and4b_1 (4.3%), sky130_fd_sc_hd__nand3_1 (4.3%)
  • Yosys synthesis chip area: roughly 230 um^2
  • Number of cell instances after yosys synthesis: 22
  • Post-Syn Area: 234 um^2
  • Share of the synthesized area in the top cell type: 53.5%
  • Count of cell types in the netlist: 13
  • Avg Cell Area, Syn: about 11 um^2
  • Mapped Cells: 22
  • Cell taking the most area after synthesis: sky130_fd_sc_hd__dfrtp_1
  • Ys Warns: 1
  • Yosys reg bits: 5

Global routing
  • Largest net degree at the start of global routing: 8
  • Initial antenna violation count: 0
  • Remaining Overflow, GRT: 0
  • Total routing resource utilization after global routing: 1.97%
  • Global-route wire length before repair: a little over 1000 um
  • Vias in the first global route: roughly 250

Critical path
  • Ordered list of cells on the worst path: clkdlybuf4s15_1
  • Worst r2r src: TEMPO[1]
  • Critical path buffer and inverter count: 1
  • Largest driver fanout on the critical path: 2
  • Capturing point of the worst reg2reg path: TEMPO[3]
  • R2r worst-path depth: 4
  • Maximum single-stage delay on the critical path: ~0.38 ns
  • Data required time of the worst path: between 0.8 and 0.9 ns
  • R2r setup slk: approximately 0.080 ns
  • Critical path class: flip-flop to primary output
  • Slowest-stage cell, CP: sky130_fd_sc_hd__dfrtp_1
  • Category of the worst setup path launch point: flip-flop
  • Critical path capture point type: primary output
  • Worst EP arrival: approximately 0.8 ns
  • Largest delay contributor family on the critical path: flip-flops

Hold path
  • Class of the tightest hold or removal check: input port to async pin

Power
  • Static leakage power: 0.174 nW
  • Total power density per cell area: ~2500 nW/um^2
  • Maximum ir drop on the vdd rail: 0.730 mV
  • Overall power after layout: 0.00105 W

Die
  • Initial core utilization: under 10%
  • Height of the die: ~80 um
  • Num ports: 8
  • Chip Footprint: around 6400 um^2
  • Die Width: roughly 80 um
  • Std cell rows: 21
  • Core box area: about 3400 um^2

Flow run
  • Number of warnings the tools reported: 25
  • Maximum Capacitance Violations: 0

Cells and area
  • Area growth, synth to finish: 81.8%
  • Leading cell types in the layout, fill and taps excluded: sky130_fd_sc_hd__dfrtp_1 (5), sky130_fd_sc_hd__clkdlybuf4s15_1 (5), sky130_fd_sc_hd__buf_4 (5)
  • Fraction of final layout cells with drive strength greater than 1: roughly a quarter
  • Final design utilization: 12.5%

Place
  • Number of port buffers: 7
  • Final weighted congestion in routability-driven placement: between 0.7 and 0.8
  • Placement Setup Slack: -0.166 ns
  • Half-perimeter wire length after placement: about 480 um
==> cell usage after synthesis <==
| library cell | instances |
|---|---|
| sky130_fd_sc_hd__dfrtp_1 | 5 |
| sky130_fd_sc_hd__xor2_1 | 1 |
| sky130_fd_sc_hd__and4b_1 | 1 |
| sky130_fd_sc_hd__inv_1 | 2 |
| sky130_fd_sc_hd__nand3_1 | 2 |
| sky130_fd_sc_hd__nand2b_1 | 1 |
| sky130_fd_sc_hd__nor2b_1 | 2 |
| sky130_fd_sc_hd__nand2_1 | 2 |
| sky130_fd_sc_hd__o21ai_1 | 1 |
| sky130_fd_sc_hd__o32ai_2 | 1 |
| sky130_fd_sc_hd__o21ai_0 | 2 |
| sky130_fd_sc_hd__nand2_2 | 1 |
| sky130_fd_sc_hd__xnor2_1 | 1 |
==> worst register-to-register path: stages, from the launching register on <==
cell                      delay [ns]
sky130_fd_sc_hd__dfrtp_1        0.37
sky130_fd_sc_hd__buf_4          0.16
sky130_fd_sc_hd__and4b_1        0.18
sky130_fd_sc_hd__o21ai_1        0.13
sky130_fd_sc_hd__nand2_1        0.06
==> final cells by class <==
| class | instances | area (um^2) |
|---|---|---|
| Clock buffer | 4 | 26.3 |
| Timing Repair Buffer | 12 | 108 |
| Multi-Input combinational cell | 15 | 101 |
| Fill cell | 406 | 2990 |
| Sequential cell | 5 | 125 |
| Inverter | 2 | 7.51 |
| Tap cell | 46 | 57.6 |
==> report_power, final <==
part           internal (W)  leakage (nW)  switching [W]
logic              0.000299        0.0980       0.000210
registers          0.000271        0.0613      0.0000445
clock network      0.000138        0.0150      0.0000842
total              0.000708         0.174       0.000339
==> registers in the layout, indices dropped and copies added, names as in the netlist <==
register  count
TEMPO         4
end_time      1
==> metrics by stage <==
step / cell area, um^2 / cells
2_1_floorplan: 234 / 22
3_3_place_gp: 399 / 80
3_5_place_dp: 399 / 80
4_1_cts: 423 / 84
5_1_grt: 425 / 84
6_report: 425 / 84
==> logic make-up (layout without fill, tap and decap cells) <==
kind of cell	count (synthesis)	after routing	share of synthesized area, %
and+or+nand+nor	9	9	22.5
DFF	5	5	53.5
AOI/OAI and AO/OA	4	4	13.4
xor gates and xnor gates	2	2	7.49
buffers and inverters	2	18	3.21
==> layer usage <==
layer / vias to the layer above / track usage [%] / share of wire [%]
met1: 99 / 2.74 / 55
met5: - / 0 / 0
li1: 106 / - / -
met4: 0 / 0.704 / 0
met3: 0 / 1.48 / 13
met2: 8 / 2.17 / 32
==> how the worst max path moves through the flow <==
stage / startpoint / endpoint / cells after the start
finish: TEMPO[3] / TEMPO[3] / 1
global route: TEMPO[1] / TEMPO[3] / 4
CTS: TEMPO[1] / TEMPO[1] / 1
==> what timing repair did <==
item	CTS	global route
cloned	0	0
setup endpoints to repair	5	2
pin swaps	0	0
resized	8	2
Power and IR drop assume default switching activity.
